==> design.v <==
`timescale 1ns / 1ps
module pig_locator(clk, game_over, game_state, is_fifth_round, vegetable_consumed, rst, up, down, right, left, snackX, snackY, vegetableX, vegetableY, posX, posY_end, posX_end, pig_growth, posY, score, new_round, extra_move);
parameter pig_size = 50;     
parameter snack_size = 60;
parameter vegetable_size = 60;
parameter trail_width = 50;  
parameter move = 50;  
parameter growth = 8;
parameter shrink = 32;
parameter trail_points = 30; 
parameter array_size = 120;  
parameter bit_width = 4;
parameter edge_length = 5;   
parameter minX = edge_length;    
parameter minY = edge_length;    
parameter maxX = 639;            
parameter maxY = 479;            
parameter startX = 300;  
parameter startY = 250;  
parameter startX_trail = 6;
parameter startY_trail = 5;
    input clk, game_state, is_fifth_round, rst, up, down, right, left, game_over;
	input [10:0] snackX, snackY;
  	input [10:0] vegetableX, vegetableY;
    output reg signed[10:0] posY, posX, pig_growth;
	output wire signed[10:0] posY_end, posX_end;
	output reg [7:0] score;
	output reg new_round;
    output reg vegetable_consumed;
    reg up2, down2, left2, right2;
    reg [3:0] last_dir;   
	output reg signed [10:0] extra_move;
    reg signed [10:0] extra_move_perp;   
    wire signed [10:0] posX_minus_move;
    wire signed [10:0] posY_minus_move;
    wire signed [10:0] posX_plus_move;
    wire signed [10:0] posY_plus_move;
    wire signed [10:0] posX_end_plus_move;
    wire signed [10:0] posY_end_plus_move;
    wire signed [10:0] pig_snack_overlapX_lower;
    wire signed [10:0] pig_snack_overlapX_upper;
    wire signed [10:0] pig_snack_overlapY_lower;
    wire signed [10:0] pig_snack_overlapY_upper;
    wire signed [10:0] pig_veg_overlapX_lower;
    wire signed [10:0] pig_veg_overlapX_upper;
    wire signed [10:0] pig_veg_overlapY_lower;
    wire signed [10:0] pig_veg_overlapY_upper;
    assign posX_minus_move = posX - move - extra_move;          
    assign posY_minus_move = posY - move - extra_move;          
    assign posX_plus_move = posX + move + extra_move;           
    assign posY_plus_move = posY + move + extra_move;           
    assign posX_end_plus_move = posX_end + move + extra_move;   
    assign posY_end_plus_move = posY_end + move + extra_move;   
	assign posY_end = posY + pig_size + pig_growth;
	assign posX_end = posX + pig_size + pig_growth;
    assign pig_snack_overlapX_lower = snackX - pig_size - pig_growth;
    assign pig_snack_overlapX_upper = snackX + snack_size;
    assign pig_snack_overlapY_lower = snackY - pig_size - pig_growth;
    assign pig_snack_overlapY_upper = snackY + snack_size;
    assign pig_veg_overlapX_lower = vegetableX - pig_size - pig_growth;
    assign pig_veg_overlapX_upper = vegetableX + vegetable_size;
    assign pig_veg_overlapY_lower = vegetableY - pig_size - pig_growth;
    assign pig_veg_overlapY_upper = vegetableY + vegetable_size;
    always @(posedge clk) begin
        if (rst) begin
            last_dir <= 0;
            extra_move <= 0;
            up2 <= 0;
            down2 <= 0;
            left2 <= 0;
            right2 <= 0;
        end
        else begin
            up2 <= up;
            down2 <= down;
            left2 <= left;
            right2 <= right;
            if (up2 && (posY_minus_move >= minY))
                last_dir <= 4'b1000;
            if (down2 && (posY_end_plus_move <= maxY))
                last_dir <= 4'b0100;
            if (left2 && (posX_minus_move >= minX))
                last_dir <= 4'b0010;
            if (right2 && ((posX_end_plus_move) <= maxX))
                last_dir <= 4'b0001;
        end
        if (last_dir == 4'b1000 && (left || right)) begin
            extra_move <= (pig_growth >> 1);
            extra_move_perp <= (pig_growth >> 1);
        end
        else if (last_dir == 4'b0100 && (left || right)) begin
            extra_move <= (pig_growth >> 1);
            extra_move_perp <= -(pig_growth >> 1);
        end
        else if (last_dir == 4'b0010 && (up || down)) begin
            extra_move <= (pig_growth >> 1);
            extra_move_perp <= (pig_growth >> 1);
        end
        else if (last_dir == 4'b0001 && (up || down)) begin
            extra_move <= (pig_growth >> 1);
            extra_move_perp <= -(pig_growth >> 1);
        end
        else begin
            extra_move <= 0;
            extra_move_perp <= 0;
        end
    end
    always @(posedge clk) begin
        if (rst) begin  
            posY <= startY;
            posX <= startX;
			pig_growth <= 0;
			new_round <= 0;
			score <= 0;
            vegetable_consumed <= 0;
        end
        else if (!game_over && game_state) begin
            if (up2 && (posY_minus_move >= minY)) begin
					if ((posY_minus_move) > pig_snack_overlapY_lower && (posY_minus_move) < pig_snack_overlapY_upper &&
                        posX > pig_snack_overlapX_lower && posX < pig_snack_overlapX_upper)
                    begin
						new_round <= 1;
						vegetable_consumed <= 0;
						score <= score + 1;
						pig_growth <= pig_growth + growth;
						posY <= posY - growth - move - extra_move;   
						posX <= posX - (growth>>1) + extra_move_perp;
					end
					else if ((posY_minus_move) > pig_veg_overlapY_lower && (posY_minus_move) < pig_veg_overlapY_upper &&
                        posX > pig_veg_overlapX_lower && posX < pig_veg_overlapX_upper)
                    begin
						if (is_fifth_round && !vegetable_consumed) begin
							pig_growth <= pig_growth - shrink;
							vegetable_consumed <= 1;
							posY <= posY - move + shrink - extra_move;  
							posX <= posX + (shrink >> 1) + extra_move_perp;  
						end
						else begin
							posY <= posY - move - extra_move;  
							posX <= posX + extra_move_perp;
						end
					end
					else begin 
						posY <= posY - move - extra_move;   
						posX <= posX + extra_move_perp;
					end
            end
            else if (down2 && ((posY_end_plus_move) <= maxY)) begin
                    if ((posY_plus_move) > pig_snack_overlapY_lower && (posY_plus_move) < pig_snack_overlapY_upper &&
                        posX > pig_snack_overlapX_lower && posX < pig_snack_overlapX_upper)
                    begin
                    	new_round <= 1;
						vegetable_consumed <= 0;
						score <= score + 1;
						pig_growth <= pig_growth + growth;
						posY <= posY + move + extra_move;   
						posX <= posX - (growth>>1) + extra_move_perp;
					end
					else if ((posY_plus_move) > pig_veg_overlapY_lower && (posY_plus_move) < pig_veg_overlapY_upper &&
                        posX > pig_veg_overlapX_lower && posX < pig_veg_overlapX_upper)
                    begin
						if (is_fifth_round && !vegetable_consumed) begin
                            pig_growth <= pig_growth - shrink;
							vegetable_consumed <= 1;
							posY <= posY + move + extra_move;   
							posX <= posX + (shrink >> 1) + extra_move_perp;  
						end
						else begin
							posY <= posY + move + extra_move;   
							posX <= posX + extra_move_perp;
						end
					end
					else begin
						posY <= posY + move + extra_move;   
						posX <= posX + extra_move_perp;
					end
            end
            else if (right2 && ((posX_end_plus_move) <= maxX)  ) begin
                    if (posY > pig_snack_overlapY_lower && posY < pig_snack_overlapY_upper &&
                        (posX_plus_move) > pig_snack_overlapX_lower && (posX_plus_move) < pig_snack_overlapX_upper)
                    begin
						new_round <= 1;
						vegetable_consumed <= 0;
						score <= score + 1;
						pig_growth <= pig_growth + growth;
						posX <= posX + move + extra_move;   
						posY <= posY - (growth>>1) + extra_move_perp;
					end
					else if (posY > pig_veg_overlapY_lower && posY < pig_veg_overlapY_upper &&
                        (posX_plus_move) > pig_veg_overlapX_lower && (posX_plus_move) < pig_veg_overlapX_upper)
                    begin
						if (is_fifth_round && !vegetable_consumed) begin
                            pig_growth <= pig_growth - shrink;
							vegetable_consumed <= 1;
							posX <= posX + move + extra_move;   
							posY <= posY + (shrink >> 1) + extra_move_perp;  
						end
						else begin
							posX <= posX + move + extra_move;   
							posY <= posY + extra_move_perp;
						end
					end
					else begin
						posX <= posX + move + extra_move;   
						posY <= posY + extra_move_perp;
					end
            end
            else if (left2 && (posX_minus_move >= minX)) begin
                    if (posY > pig_snack_overlapY_lower && posY < pig_snack_overlapY_upper &&
                        (posX_minus_move) > pig_snack_overlapX_lower && (posX_minus_move) < pig_snack_overlapX_upper)
                    begin
						new_round <= 1;
						vegetable_consumed <= 0;
						score <= score + 1;
						pig_growth <= pig_growth + growth;
						posX <= posX - growth - move - extra_move;  
						posY <= posY - (growth>>1) + extra_move_perp;
					end
					else if (posY > pig_veg_overlapY_lower && posY < pig_veg_overlapY_upper &&
                        (posX_minus_move) > pig_veg_overlapX_lower && (posX_minus_move) < pig_veg_overlapX_upper)
                    begin
						if (is_fifth_round && !vegetable_consumed) begin
                            pig_growth <= pig_growth - shrink;
							vegetable_consumed <= 1;
							posX <= posX - move + shrink - extra_move;   
							posY <= posY + (shrink >> 1) + extra_move_perp;
						end
						else begin
							posX <= posX - move - extra_move;   
							posY <= posY + extra_move_perp;
						end
					end
					else begin
						posX <= posX - move - extra_move;   
						posY <= posY + extra_move_perp;
					end
            end
			else begin
				new_round <= 0;
			end
        end
    end
endmodule
==> run.sh <==
#!/bin/bash
# OpenROAD 26Q1-2900-gdf79404cd8, Yosys 0.63+post, stock flow scripts
make -C /OpenROAD-flow-scripts/flow DESIGN_CONFIG=/design/flow/config.mk WORK_HOME=/design/flow/orfs finish
==> config.mk <==
export PLATFORM = sky130hd
export DESIGN_NAME = pig_locator
export DESIGN_NICKNAME = pig_locator
export VERILOG_FILES = /design/flow/design.v
export SDC_FILE = /design/flow/constraint.sdc
export NUM_CORES = 4
export LEC_CHECK = 1
export CORE_UTILIZATION = 30
==> constraint.sdc <==
current_design pig_locator

set clk_period 11.2
set clk_io_pct 0.2

create_clock -name clk0 -period $clk_period [get_ports {clk}]

set non_clock_inputs [all_inputs -no_clocks]
set_input_delay [expr $clk_period * $clk_io_pct] -clock clk0 $non_clock_inputs
set_output_delay [expr $clk_period * $clk_io_pct] -clock clk0 [all_outputs]
==> results.txt <==
Setup Fix Bufs, Post-CTS -> 0
critical path class -> in2reg
top cell type by total area after synthesis -> ha_1
Seq/Total Area, Yosys -> 6.64%
final hold slack -> 0.469 ns
Synth cell types -> 93
wire per inst -> 20.1 um
via/cell ratio -> 5.29
peak supply drop -> 0.0981 mV
fillcell total -> 6389
row cnt -> 91
IO buf count -> 118
yosys cell count -> 2328
yosys stat area -> 0.0187 mm^2
RD Place Congestion -> 1.00
initial antenna violation count -> 1
min-delay worst type -> reg2reg
setup TNS -> 0 ns
relative slew slack -> 40.5%
gr ovfl total -> 0
final hold viol count -> 0
synthesized area per cell -> 8.03 um^2
number of enable flip-flop cells -> 0
Clock Path Buffers -> 2
Setup Skew -> 0.00669 ns
Max-area cell share -> 32.6%
Cell area leaders -> ha_1 (33%), xnor2_1 (6.8%), dfxtp_1 (6.6%), inv_1 (5.4%), a21oi_1 (4.1%)
WL final -> 66900 um
status -> finished clean
final setup vio count -> 0
dpl hpwl -> 53200 um
MI comb area -> 0.0162 mm^2
area growth from synthesis to layout -> 15.1%
minimum clock period -> 7.66 ns
Top Layout Cells -> ha_1 (487), inv_1 (268), a21oi_1 (155)
CTS tree -> yes
pre-placement core utilization -> 30.4%
DR iter-0 viols -> 950
Post-synth ARST share -> 0%
# Max-Cap Violations -> 0
Die H -> 252 um
via count -> 17600
CP Data Arrival Time -> 7.93 ns
Skew-Pair Late Insertion Delay -> 0.35 ns
Clock Sinks -> 62
Warnings, synthesis -> 1
CTS resizes -> 0
peak fanout along the critical path -> 24
post-cts hold-fix buffer tally -> 0
final-report max-slew violation count -> 0
residual DRC count -> 0
I/O pin count -> 129
Required @ worst endpoint -> 11.46 ns
Num CTS Buffers -> 9
antenna viol nets, final -> 0
RSZ-0062 raised after global routing -> false
Sequential cell area -> 0.00124 mm^2
tool warnings -> 83
Crit. End Element -> register
root buffer cell -> clkbuf_16
DIE AREA -> 0.0633 mm^2
GRT Util Overall -> 21.4%
Post-Syn Area -> 0.0187 mm^2
worst-margin pin slew -> 0.890 ns
Total Power -> 4090 uW
clk slew on worst S/H paths -> 0.06 ns
post-layout util -> 34.9%
Synthesized registers -> 62
fmax -> 130 MHz
Detailed Routing Iterations Pass 1 -> 7
pin count of the biggest net entering global routing -> 47
CP Launch Type -> primary input
fin crit share -> 68.4%
most used logic cell in the final layout -> ha_1
power density cells -> 190 mW/mm^2
Syn Inst Count -> 2328
H-tree depth -> 3
n_diodes -> 0
Die W -> 252 um
CORE AREA -> 0.0616 mm^2
layout cell share with drive strength beyond 1 -> 5.66%
Post-synth top flop -> dfxtp_1
Lkg Pwr -> 0.00991 uW
vias in the first global route -> 16600
first-pass GRT wire length -> 101000 um
Yosys cell counts, types with 32 or more instances:
cell	instances
ha_1	487
inv_1	268
a21oi_1	155
xnor2_1	145
nor2_1	116
nand2_1	110
o21ai_0	87
dfxtp_1	62
nand3_1	57
nor3_1	56
a21o_1	52
xor2_1	52
mux2i_1	44
nor2b_1	39
o21a_1	35
fa_1	32
logic make-up (layout without fill, tap and decap cells):
| family | count (synthesis) | in the layout | share of synthesized area, % |
|---|---|---|---|
| AND-OR/OR-AND | 611 | 611 | 22.2 |
| XOR/XNOR | 201 | 201 | 9.65 |
| adder cells (fa/ha/maj) | 519 | 519 | 36.0 |
| buffers and inverters | 322 | 475 | 6.87 |
| flip-flops | 62 | 62 | 6.64 |
| multiplexers | 61 | 61 | 3.38 |
| other | 1 | 10 | 0.0201 |
| AND/OR/NAND/NOR | 551 | 551 | 15.2 |
critical path: stages:
cell             delay, ns
clkdlybuf4s50_1       0.55
ha_1                  0.26
ha_1                  0.34
a21boi_0              0.14
o21ai_0               0.25
nand2b_1              0.10
a21o_1                0.21
a21o_1                0.18
a21oi_1               0.16
xor2_1                0.32
ha_1                  0.31
and3_1                0.20
nand3_1               0.10
o22ai_1               0.09
a311o_1               0.28
o21ba_2               0.35
and2_1                0.15
buf_4                 0.30
mux2_2                0.43
a21oi_2               0.26
or4_1                 0.46
a311oi_2              0.23
layout make-up:
type                    count  area share (%)
flip-flops and latches     62            5.77
clock inverters             7           0.233
repair buffers            190            7.98
inverters                 269            4.69
multi-input cells        1953            75.4
well taps                 837            4.87
clock buffers               9            1.05
power by group:
group          total (uW)  switching (uW)  internal (uW)
clock                 267             118            150
sequential            274            30.0            244
combinational        3550            2110           1450
total                4090            2250           1840
stage by stage:
stage                     worst slack [ns]  cell area, um^2  instances
after CTS                             3.60            21500       3327
final                                 3.54            21500       3327
after detailed placement              3.28            21200       3311
after floorplan                       4.53            18700       2337
after global routing                  3.19            21500       3327
after global placement                3.31            21200       3311
worst paths after layout:
check / start / endpoint / slack (ns) / depth (start not counted)
worst max-delay path: snackY[4] / pig_growth[6]$_SDFFE_PP0P_ / 3.54 / 22
worst max register to register: posY[1]$_SDFFE_PP1P_ / score[4]$_SDFFE_PP0P_ / 4.43 / 23
worst min-delay path: last_dir[2]$_DFF_P_ / last_dir[2]$_DFF_P_ / 0.47 / 2
worst min register to register: last_dir[2]$_DFF_P_ / last_dir[2]$_DFF_P_ / 0.47 / 2
registers in the layout (all words and copies together) (netlist names), 4 cells and up:
register and flops:
score 8, pig_growth 8, posY 10, extra_move_perp 9
last_dir 4, extra_move 7, posX 10
per-layer routing:
layer | up-vias | share of wire [%] | GRT usage (%) | wire length [um]
met4 | 2 | 4.4 | 7.46 | 2950
met3 | 117 | 5.7 | 3.12 | 3820
met2 | 506 | 44 | 33.9 | 29400
li1 | 8806 | - | - | -
met1 | 8178 | 46 | 29.8 | 30700
met5 | - | 0.019 | 0 | 13
Power is estimated from default activity; no workload was simulated.
