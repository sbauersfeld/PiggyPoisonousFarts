[design/flow/run.sh]
#!/bin/bash
# OpenROAD 26Q1-2900-gdf79404cd8, Yosys 0.63+post, stock flow scripts
make -C /OpenROAD-flow-scripts/flow DESIGN_CONFIG=/design/flow/config.mk WORK_HOME=/design/flow/orfs finish
[design/flow/config.mk]
export PLATFORM = sky130hd
export DESIGN_NAME = vga640x480
export DESIGN_NICKNAME = vga640x480
export VERILOG_FILES = /design/flow/design.v
export SDC_FILE = /design/flow/constraint.sdc
export NUM_CORES = 4
export LEC_CHECK = 1
export CORE_UTILIZATION = 30
[design/flow/design.v]
`timescale 1ns / 1ps
module vga640x480(
	input wire dclk,			 
	input wire clr,	     
    input game_state,
	input game_over,
	input display_blue,
    input is_fifth_round,
    input vegetable_consumed,
	input wire [10:0] pigX,
	input wire [10:0] pigY,
	input wire [10:0] pigX_end,
	input wire [10:0] pigY_end,
	input wire [10:0] snackX,
	input wire [10:0] snackY,
	input wire [10:0] snackY_end, 
	input wire [10:0] snackX_end,
	input wire [10:0] vegetableX,
	input wire [10:0] vegetableY,
	input wire [10:0] vegetableY_end, 
	input wire [10:0] vegetableX_end,
	input wire [array_size-1:0] trailX,
	input wire [array_size-1:0] trailY,
	output wire hsync,		 
	output wire vsync,		 
	output reg [2:0] red,	 
	output reg [2:0] green,  
	output reg [1:0] blue	 
	);
parameter pig_size = 50;     
parameter snack_size = 60;
parameter vegetable_size = 60;
parameter trail_width = 50;  
parameter move = 50;  
parameter growth = 8;
parameter shrink = 32;
parameter trail_points = 30; 
parameter array_size = 120;  
parameter bit_width = 4;
parameter edge_length = 5;   
parameter minX = edge_length;    
parameter minY = edge_length;    
parameter maxX = 639;            
parameter maxY = 479;            
parameter startX = 300;  
parameter startY = 250;  
parameter startX_trail = 6;
parameter startY_trail = 5;
parameter hpixels = 800; 
parameter vlines = 521;  
parameter hpulse = 96; 	 
parameter vpulse = 2; 	 
parameter hbp = 144; 	 
parameter hfp = 784; 	 
parameter vbp = 31; 		 
parameter vfp = 511; 	 
reg [9:0] hc;
reg [9:0] vc;
wire [9:0] vga_pigX, vga_pigY;			 
wire [9:0] vga_pigX_end, vga_pigY_end;	 
wire [9:0] vga_snackX, vga_snackY;			 
wire [9:0] vga_snackX_end, vga_snackY_end;	 
wire [9:0] vga_vegetableX, vga_vegetableY;			 
wire [9:0] vga_vegetableX_end, vga_vegetableY_end;	 
reg displayPig, displaySnack, displayVegetable;
wire displayFart;
always @(posedge dclk or posedge clr)
begin
	if (clr == 1)
	begin
		hc <= 0;
		vc <= 0;
	end
	else
	begin
		if (hc < hpixels - 1)
			hc <= hc + 1;
		else
		begin
			hc <= 0;
			if (vc < vlines - 1)
				vc <= vc + 1;
			else
				vc <= 0;
		end
	end
end
assign hsync = (hc < hpulse) ? 0:1;
assign vsync = (vc < vpulse) ? 0:1;
assign vga_pigX = pigX + hbp;
assign vga_pigY = pigY + vbp;
assign vga_pigX_end = hbp + pigX_end;
assign vga_pigY_end = vbp + pigY_end;
assign vga_snackX = snackX + hbp;
assign vga_snackY = snackY + vbp;
assign vga_snackX_end = snackX_end + hbp;
assign vga_snackY_end = snackY_end + vbp;
assign vga_vegetableX = vegetableX + hbp;
assign vga_vegetableY = vegetableY + vbp;
assign vga_vegetableX_end = vegetableX_end + hbp;
assign vga_vegetableY_end = vegetableY_end + vbp;
reg [trail_points-1:0] TEST;
integer i;
assign displayFart = | TEST;
always @(dclk) begin
	displayPig <= (hc >= vga_pigX && hc <= vga_pigX_end && vc >= vga_pigY && vc <= vga_pigY_end);
	displaySnack <= (hc >= vga_snackX && hc <= vga_snackX_end && vc >= vga_snackY && vc <= vga_snackY_end);
	if (is_fifth_round && !vegetable_consumed)
		displayVegetable <= (hc >= vga_vegetableX && hc <= vga_vegetableX_end && vc >= vga_vegetableY && vc <= vga_vegetableY_end);
	else
		displayVegetable <= 0;
	for(i = 0; i < trail_points; i=i+1) begin
		TEST[i] <= (trailX[bit_width*i +: bit_width] != 31 && trailY[bit_width*i +: bit_width] != 31 && hc >= (hbp + trail_width*trailX[bit_width*i +: bit_width]) && hc <= (hbp + trail_width*trailX[bit_width*i +: bit_width] + trail_width) && vc >= (vbp + trail_width*trailY[bit_width*i +: bit_width]) && vc <= (vbp + trail_width*trailY[bit_width*i +: bit_width] + trail_width));	
	end
end
reg [1:0] game_over_count;
always @(*) begin
	if (vc >= vbp && vc < vfp)
	begin
        if (hc >= hbp && hc < (hbp+640)) begin	 
			if (game_over && game_state && display_blue) begin   
				if (((hc >= hbp+edge_length+200 && hc <= hbp+edge_length+250) || (hc >= hbp+edge_length+384 && hc <= hbp+edge_length+434)) && vc >= vbp+edge_length+120 && vc <= vbp+edge_length+170) begin
					red = 3'b111;
					green = 3'b111;
					blue = 2'b11;
				end
				else if (hc >= hbp+edge_length+50 && hc <= hbp+edge_length+584 && vc >= vbp+edge_length+220 && vc <= vbp+edge_length+270) begin
					red = 3'b111;
					green = 3'b111;
					blue = 2'b11;
				end
				else if (((hc >= hbp+edge_length+50 && hc <= hbp+edge_length+100) || (hc >= hbp+edge_length+534 && hc <= hbp+edge_length+584)) && vc >= vbp+edge_length+270 && vc <= vbp+edge_length+320) begin
					red = 3'b111;
					green = 3'b111;
					blue = 2'b11;
				end
				else begin
					red = 3'b000;
					green = 3'b000;
					blue = 2'b11;
				end
			end
			else begin  
				if (displayPig) begin   
					red = 3'b111;
					green = 3'b000;
					blue = 2'b11;
				end
				else if (game_state && displaySnack) begin   
					red = 3'b000;
					green = 3'b000;
					blue = 2'b11;
				end
				else if (game_state && displayVegetable) begin   
					red = 3'b000;
					green = 3'b111;
					blue = 2'b00;
				end
				else if (game_state && displayFart) begin  
					red = 3'b111;
					green = 3'b100;
					blue = 2'b00;
				end
				else begin	 
					red = 3'b111;
					green = 3'b111;
					blue = 2'b11;    
				end
			end
        end
        else begin	 
            red = 0;
            green = 0;
            blue = 0;
        end
	end
	else
	begin
		red = 0;
		green = 0;
		blue = 0;
	end
end
endmodule
[design/flow/constraint.sdc]
current_design vga640x480

set clk_period 14.7
set clk_io_pct 0.2

create_clock -name clk0 -period $clk_period [get_ports {dclk}]

set non_clock_inputs [all_inputs -no_clocks]
set_input_delay [expr $clk_period * $clk_io_pct] -clock clk0 $non_clock_inputs
set_output_delay [expr $clk_period * $clk_io_pct] -clock clk0 [all_outputs]
==> reports/results.tsv <==
stage	metric	value	unit
floorplanning	die_h	432	um
global_routing	grt_util_met1	0.239	
logic_synthesis	yosysWarnings	1	
sta	setup_tns	0	ns
final_layout	drive_above_1_share	0.0204	
logic_synthesis	ff_type	dfrtp_1	
min_path	hold_class	reg2reg	
global_routing	antenna_found_initial	35	
logic_synthesis	yosysChipArea	0.0555	mm2
final_layout	area_delta_synth_final	13.2	%
detailed_routing	post_drt_wl_per_cell	17.1	um
flow_run	warning_count	295	
detailed_routing	drc	0	
logic_synthesis	top_area_cell	ha_1	
floorplanning	fp-utilization	0.303	
sta	layout_setup_ws	2.20	ns
sta	fmax	80.0	MHz
critical_path	criticalPathCategory	in2out	
detailed_routing	drt_iter0_markers	2047	
clock_network	cts_buffer_depth	2	
global_routing	grt_pass1_vias	48300	
place	dp_slack	2.18	ns
flow_run	cap_violations	0	
clock_network	tritoncts	yes	
clock_network	cts_made_buffers	3	
logic_synthesis	synth-async-reset-ratio	1.00	
detailed_routing	ant_nets	0	
global_routing	grt_pass1_wl	261000	um
critical_path	worst_setup_path_end_kind	output port	
sta	slew_headroom	0.303	
detailed_routing	vias	49700	
logic_synthesis	yosysMostFrequentCell	ha_1	
critical_path	slowest_delay	0.89	ns
global_routing	gr-usage-all-layers	0.177	
detailed_routing	viasPerCell	5.13	
logic_synthesis	edf_count	0	
logic_synthesis	yosys.area.top_type_share	0.433	
global_routing	grt_use_met3	0.00967	
critical_path	startpoint_type	input port	
logic_synthesis	ys_cells	6813	
critical_path	critical-path-slowest-cell	o311ai_0	
floorplanning	die_x	432	um
global_routing	grt_max_degree	59	
sta	maxSlewViolCount	0	
clock_network	post_cts_buffers	0	
detailed_routing	wirelength	166000	um
clock_network	clkTransAtPathRegs	0.05	ns
floorplanning	coreArea	0.183	mm2
logic_synthesis	common_cells	ha_1 (1,921), inv_1 (628), xnor2_1 (501)	
logic_synthesis	ys_seq_share	0.00901	
logic_synthesis	ys_types	90	
detailed_routing	dr.pass1.iters	7	
clock_network	h-tree-depth	1	
final_layout	fin_util	0.343	
clock_network	post_cts_resized	0	
critical_path	cp_common_cell	ha_1	
clock_network	clock-sinks	20	
clock_network	clock_latency	0.25	ns
sta	hold_viol	0	
global_routing	grt-busiest-layer	met2	
sta	setup_violations	0	
floorplanning	rows	157	
place	finalWeightedCongestion	0.916	
critical_path	cp_max_fo	7	
sta	rsz0062_at_grt	false	
global_routing	overflow	0	
critical_path	crit_required	11.76	ns
run_status	status	completed	
logic_synthesis	synthCells	6813	
pwr	power.total	3260	uW
critical_path	crit_buf_inv	5	
logic_synthesis	synth_flops	20	
place	placed_cells	9677	
sta	finalClockPeriodUsage	0.850	
floorplanning	ios	389	
pwr	peakVddDrop	0.0303	mV
logic_synthesis	postSynthAreaPerCell	8.15	um2
clock_network	cts_hold_buf	0	
critical_path	crit_chain	clkdlybuf4s50_1 > inv_1 > ha_1 > ha_1 > fa_1 > nand2_1 > nor2_1 > xor2_1 > inv_1 > a311oi_1 > xnor2_1 > ha_1 > a2111oi_0 > o21ai_0 > a21oi_1 > o311ai_0 > buf_4 > o2111ai_1 > nor4_2 > nand4_1 > o21ai_1 > clkdlybuf4s50_1	
critical_path	cp_top_family	AND-OR/OR-AND gates	
place	hpwl	135000	um
critical_path	crit_arrival	9.56	ns
sta	fin_crit	12.50	ns
logic_synthesis	syn-cell-area	0.0555	mm2
sta	tightestPinTransition	1.03	ns
global_routing	grt_use_met2	0.310	
final_layout	stdcell_count	9694	
logic_synthesis	top_cells_by_area	ha_1 (43%), xnor2_1 (7.9%), xor2_1 (6.5%)	
place	placement.io_buffers	376	
clock_network	cts_root_buf	clkbuf_16	
pwr	power_leakage	0.0311	uW
floorplanning	die_area	0.187	mm2
pwr	powerDensity	51.8	mW/mm2
sta	finClkSkew	0.00341	ns
logic make-up (layout without fill, tap and decap cells):
family                   count (synthesis)  count (layout)  share of synthesized area
adder cells (fa/ha/maj)               1981            1981                      0.454
other                                    0              13                          0
XOR/XNOR                               920             920                      0.146
AND/OR/NAND/NOR                       1593            1593                      0.151
AND-OR/OR-AND                         1626            1626                      0.193
flip-flops                              20              20                    0.00901
multiplexers                             8               8                    0.00146
buffers and inverters                  665            1069                     0.0453
metal layers:
layer	up-vias	share of wire	wire, um
li1	26000	-	-
met1	22800	0.47	77800
met2	764	0.48	79200
met3	159	0.029	4760
met4	26	0.022	3640
met5	-	0.00091	151
path summary, 6_finish.rpt:
kind	to	start	slack [ns]	cells past startpoint
min	hc[0]	hc[0]	0.78	1
max in group asynchronous	hc[5]	clr	10.89	2
max reg2reg	vc[7]	vc[3]	11.39	9
min in group asynchronous	hc[7]	clr	3.25	2
max	green[0]	trailY[16]	2.20	22
min reg2reg	hc[0]	hc[0]	0.78	1
report_power, final:
group          switching [uW]  total, uW  internal, uW
Combinational            1740       3140          1400
Clock                    19.1       60.5          41.4
Sequential                  0       55.0          55.0
Total                    1760       3260          1500
layout by cell type (no fill, tap or decap), types with 78 or more instances in the layout:
| cell type | n |
|---|---|
| ha_1 | 1921 |
| inv_1 | 627 |
| xnor2_1 | 501 |
| xor2_1 | 412 |
| a21oi_1 | 395 |
| nand2_1 | 377 |
| clkdlybuf4s50_1 | 376 |
| o21ai_0 | 319 |
| nor2_1 | 224 |
| nand3_1 | 179 |
| a21o_1 | 175 |
| nand4_1 | 147 |
| nor2b_1 | 145 |
| nor3_1 | 130 |
| a31oi_1 | 113 |
| o21a_1 | 89 |
| o211ai_1 | 78 |
state kept, by name, indices dropped and copies added (netlist names):
| signal | flops |
|---|---|
| vc | 10 |
| hc | 10 |
layout make-up:
cell class	instances	area (um2)
inverters	631	2370
fillers	18700	121000
repair buffers	434	4210
diodes	13	32.5
well taps	2464	3080
flip-flops and latches	20	572
multi-input cells	6128	52500
clock buffers	4	88.8
worst reg2reg max path: stages, from the launching register on:
cell      delay (ns)
dfrtp_4         0.66
buf_4           0.54
buf_4           0.63
nor2_1          0.15
nand2_1         0.11
nor2_1          0.05
nor2b_1         0.40
nand2b_1        0.41
nand2b_1        0.15
o21ai_0         0.06
stage by stage:
stage               hold slack, ns  cell area [um2]
floorplan                    0.740            55500
detailed placement           0.761            62800
global placement             0.753            62800
CTS                          0.779            62900
finish                       0.775            62900
global route                 0.805            62900
Power is estimated from default activity; no workload was simulated.
