File: flow/config.mk
export PLATFORM = sky130hd
export DESIGN_NAME = trail_locator
export DESIGN_NICKNAME = trail_locator
export VERILOG_FILES = /design/flow/design.v
export SDC_FILE = /design/flow/constraint.sdc
export NUM_CORES = 4
export LEC_CHECK = 1
export CORE_UTILIZATION = 50
File: flow/constraint.sdc
current_design trail_locator

set clk_period 16.2
set clk_io_pct 0.2

create_clock -name clk0 -period $clk_period [get_ports {clk}]

set non_clock_inputs [all_inputs -no_clocks]
set_input_delay [expr $clk_period * $clk_io_pct] -clock clk0 $non_clock_inputs
set_output_delay [expr $clk_period * $clk_io_pct] -clock clk0 [all_outputs]
File: flow/design.v
`timescale 1ns / 1ps
module trail_locator(clk, rst, new_round, game_state, game_over, round, up, down, left, right, pigX, pigY, trailX, trailY, pig_growth, extra_move);
    input clk, rst, game_state, up, down, left, right, game_over, new_round;
	input [7:0] round;
    input [9:0] pigX, pigY, pig_growth;
    input signed [10:0] extra_move;
    output reg [array_size-1:0] trailX, trailY;
	wire [9:0] ta;
parameter pig_size = 50;     
parameter snack_size = 60;
parameter vegetable_size = 60;
parameter trail_width = 50;  
parameter move = 50;  
parameter growth = 8;
parameter shrink = 32;
parameter trail_points = 30; 
parameter array_size = 120;  
parameter bit_width = 4;
parameter edge_length = 5;   
parameter minX = edge_length;    
parameter minY = edge_length;    
parameter maxX = 639;            
parameter maxY = 479;            
parameter startX = 300;  
parameter startY = 250;  
parameter startX_trail = 6;
parameter startY_trail = 5;
	reg [4:0] tempX, tempY;
	reg first_move;
	reg [5:0] num_points;
	reg signed[10:0] pig_growth2;
	reg up2, down2, left2, right2;
	assign ta = bit_width*num_points;
    always @(posedge clk) begin
		if (!rst) begin
			up2<=up;
			right2<=right;
			down2<=down;
			left2<=left;
		end
        if (rst) begin
			trailX <= {array_size{1'b1}};
			trailY <= {array_size{1'b1}};
			num_points <= 0;
			tempX <= 0;
			tempY <= 0;
			up2<=0;
			right2<=0;
			down2<=0;
			left2<=0;
			first_move <= 0;
		  end
		  else if (!game_over && game_state && ((up2&&pigY>=minY+move+extra_move) || (down2&&pigY+pig_size+pig_growth+move+extra_move<=maxY) || (right2&&pigX+pig_size+pig_growth+move+extra_move<=maxX) || (left2&&pigX>=minX+move+extra_move))) begin
            if (first_move == 0) begin
				first_move <= 1;
				trailX[ta +: bit_width] <= startX_trail;
				trailY[ta +: bit_width] <= startY_trail;
				if (up2) begin
					tempX <= startX_trail;
					tempY <= startY_trail - 1;
				end
				else if (down2) begin
					tempX <= startX_trail;
					tempY <= startY_trail + 1;
				end
				if (right2) begin
					tempX <= startX_trail + 1;
					tempY <= startY_trail;
				end
				if (left2) begin
					tempX <= startX_trail - 1;
					tempY <= startY_trail;
				end
			end
			else if (up2) begin
				tempX <= tempX;
				tempY <= tempY - 1;
            end
            else if (down2) begin
				tempX <= tempX;
				tempY <= tempY + 1;
            end
            else if (right2) begin
				tempX <= tempX + 1;
				tempY <= tempY;
            end
            else if (left2) begin
				tempX <= tempX - 1;
				tempY <= tempY;
            end
			if (first_move != 0) begin
				trailX[ta +: bit_width] <= tempX;
				trailY[ta +: bit_width] <= tempY;
			end
			if (num_points == 2*round) begin
				num_points <= 0;
			end
			else if (num_points == trail_points-1) begin
				num_points <= 0;
			end
			else begin
				num_points <= num_points+1;
			end
        end
    end
endmodule
File: flow/run.sh
#!/bin/bash
# OpenROAD 26Q1-2900-gdf79404cd8, Yosys 0.63+post, stock flow scripts
make -C /OpenROAD-flow-scripts/flow DESIGN_CONFIG=/design/flow/config.mk WORK_HOME=/design/flow/orfs finish
==> impl_metrics.json <==
{
  "post-route-period-util_pct": 47.8,
  "via_per_inst": 5.81,
  "hpwl_um": 26700,
  "max_freq_mhz": 129,
  "yosys_cells": 1178,
  "top_area_cell": "dfxtp_1",
  "setup_ws_ns": 8.45,
  "htree_levels": 1,
  "arrival_ns": 8.18,
  "place.port_buffers": 296,
  "setup_viol": 0,
  "grt_usage_pct": 31.1,
  "hold_viol_final": 0,
  "die_width_um": 158,
  "maxSlewHeadroom_pct": 33.0,
  "final_common_cell": "clkdlybuf4s50_1",
  "tool_warnings": 39,
  "dieArea_sq_um": 24800,
  "ys_seq_share_pct": 42.8,
  "drt-initial-drc-count": 761,
  "crit_path_max_fanout": 20,
  "endpoint_kind": "register",
  "gp_congestion": 0.925,
  "post_cts_buffers": 0,
  "core_area_sq_um": 23600,
  "fin_setup_tns_ns": 0,
  "rsz0062_at_grt": "false",
  "status": "finished clean",
  "antenna_found_initial": 0,
  "drive_gt1_share_pct": 7.32,
  "grt_pass1_vias": 9752,
  "antenna_left": 0,
  "reg2reg_depth": 7,
  "period_minus_slack_ns": 7.75,
  "syn_area_sq_um": 12100,
  "grt_max_degree": 174,
  "slew_viol_final": 0,
  "drt_pass1_iterations": 5,
  "ys_async_sr_fraction_pct": 0,
  "comb_area_sq_um": 6450,
  "crit_type": "primary input to register",
  "ys.flops": 259,
  "design_area_sq_um": 16300,
  "cts_made_buffers": 27,
  "final_cell_mix": "295 x clkdlybuf4s50_1, 259 x dfxtp_1, 166 x nor2_1, 124 x a221o_1, 106 x mux2i_1",
  "drc": 0,
  "ys_types": 65,
  "cts_tree": "done",
  "wire_per_inst_um": 21.0,
  "fp_util_pct": 51.3,
  "hp-class": "register to register",
  "fin_skew_ns": 0.00728,
  "overflow": 0,
  "tightest_slew_ns": 0.997,
  "edf_count": 0,
  "yosysChipArea_sq_um": 12100,
  "top_cell_area_share_pct": 42.8,
  "synthToLayoutAreaGrowth_pct": 34.3,
  "ios": 298,
  "antenna-diode-count": 0,
  "grt_pass1_wl_um": 56300,
  "crit_required_ns": 16.63,
  "synth_area_per_cell_sq_um": 10.3,
  "placed_area_sq_um": 15300,
  "clock_latency_ns": 0.54,
  "core.rowCount": 56,
  "dp_slack_ns": 7.99,
  "fillers": 1849,
  "peakVddDrop_mv": 0.0661,
  "clock_sinks": 259,
  "register_area_sq_um": 5180,
  "cts-root-buf": "clkbuf_16",
  "ys_warn_count": 1,
  "clkTransAtPathRegs_ns": 0.06,
  "hold_ws_ns": 0.484,
  "fp.dieH_um": 158,
  "hold_buffers": 0,
  "vias": 10400,
  "routed_wl_um": 37500,
  "clock_path_buffers": 3,
  "syn_inst": 1178,
  "cts_resized": 0,
  "drv_cap": 0,
  "powerDensity_nw_per_um2": 91.7,
  "leakage_nw": 7.04,
  "ys_top_cells_by_area": "dfxtp_1 43%, a221o_1 10%, mux2i_1 8.8%",
  "whs_path_depth": 1,
  "start_kind": "primary input",
  "flop_cell": "dfxtp_1"
}
-- cell usage after synthesis, types with 10 or more instances --
cell type and n:
a211oi_1 10, a21oi_1 26, a221o_1 124, and3_1 13, clkbuf_1 65, dfxtp_1 259
fa_1 24, ha_1 67, inv_1 43, mux2i_1 106, nand2_1 18, nand3_1 18
nand4_1 19, nand4_2 17, nor2_1 169, nor3_1 27, o21ai_0 16, xnor2_1 15
xor2_1 13
-- where the power goes --
part           internal [mW]  leakage, nW  switching [mW]  total (mW)
Clock                  0.389        0.463           0.260       0.648
Combinational         0.0796         4.47           0.119       0.199
Sequential             0.640         2.10         0.00493       0.645
Total                   1.11         7.04           0.384        1.49
-- worst max-delay path: stages --
cell and delay, ns:
clkdlybuf4s50_1 0.47, fa_1 0.48, fa_1 0.44, ha_1 0.23, fa_1 0.39, a21oi_1 0.22
nor2_1 0.09, o311ai_0 0.34, a211oi_1 0.10, o311ai_1 0.47, o211a_1 0.76, nor3_1 0.35
buf_4 0.27, a221o_1 0.32
-- flip-flops by register name, summed over array words and instances, names as in the netlist --
| name | count |
|---|---|
| tempY | 4 |
| tempX | 4 |
| left2 | 1 |
| first_move | 1 |
| right2 | 1 |
| trailY | 120 |
| trailX | 120 |
| down2 | 1 |
| num_points | 6 |
| up2 | 1 |
-- per-stage QoR --
step / total power, mW / instances / util, %
6_report: 1.49 / 1781 / 68.9
5_1_grt: 1.55 / 1781 / 68.9
4_1_cts: 1.50 / 1781 / 68.9
3_5_place_dp: 0.854 / 1732 / 64.9
3_3_place_gp: 0.851 / 1732 / 64.9
2_1_floorplan: 0.796 / 1178 / -
-- kinds of logic after synthesis --
kind of cell | share of synthesized area, %
multiplexers | 8.86
XOR/XNOR | 2.03
AND-OR/OR-AND | 16.2
adder cells (fa/ha/maj) | 10.9
AND/OR/NAND/NOR | 15.1
flip-flops | 42.8
buffers and inverters | 4.09
-- final cells by class --
type	instances	share of cell area [%]
multi-input cells	795	39.6
inverters	43	0.993
well taps	319	2.45
clock inverters	10	0.916
clock buffers	39	4.86
flip-flops and latches	259	31.9
repair buffers	316	19.2
-- final timing paths --
path,start,to,slack [ns]
setup / recovery,pigX[1],trailY[55]$_SDFFE_PP1P_,8.45
hold / removal,trailY[43]$_SDFFE_PP1P_,trailY[43]$_SDFFE_PP1P_,0.48
setup reg to reg,num_points[0]$_SDFFE_PP0P_,trailX[92]$_SDFFE_PP1P_,12.39
hold reg to reg,trailY[43]$_SDFFE_PP1P_,trailY[43]$_SDFFE_PP1P_,0.48
-- layer usage --
layer  track usage, %  vias to the layer above  share of wire [%]
li1                 -                     4918                  -
met1             46.6                     4985                 44
met2             46.3                      401                 44
met3             9.42                       46                 10
met4             6.01                        0                2.1
met5                0                        -                  0
Power figures rest on the tool's default switching activity, not on a simulated workload.
